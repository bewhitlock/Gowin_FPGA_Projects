### design.v
module count (
	input clk,
	output[3:0] value
);
reg[31:0] clk_count;
reg[3:0] val_reg = 4'd0;
assign value = ~val_reg;
always @(posedge clk) begin
	clk_count <= clk_count + 1'd1;
	if (clk_count == 32'd27000000) begin
		val_reg <= val_reg + 4'd1;
		clk_count <= 32'd0;
	end
end
endmodule
### run.sh
#!/bin/bash
# OpenROAD 26Q1-2900-gdf79404cd8, Yosys 0.63+post, stock flow scripts
make -C /OpenROAD-flow-scripts/flow DESIGN_CONFIG=/design/flow/config.mk WORK_HOME=/design/flow/orfs finish
### config.mk
export PLATFORM = sky130hd
export DESIGN_NAME = count
export DESIGN_NICKNAME = count
export VERILOG_FILES = /design/flow/design.v
export SDC_FILE = /design/flow/constraint.sdc
export NUM_CORES = 4
export LEC_CHECK = 1
export CORE_AREA = 10 10 105 105
export DIE_AREA = 0 0 115 115
### constraint.sdc
current_design count

set clk_period 3.2
set clk_io_pct 0.2

create_clock -name clk0 -period $clk_period [get_ports {clk}]

set non_clock_inputs [all_inputs -no_clocks]
set_input_delay [expr $clk_period * $clk_io_pct] -clock clk0 $non_clock_inputs
set_output_delay [expr $clk_period * $clk_io_pct] -clock clk0 [all_outputs]
==> COMMIT_EDITMSG <==
Update PnR metrics after Yosys + OpenROAD run

- Synth top cells by count: 32 x dfxtp_1, 15 x nand2_1, 14 x inv_1, 13 x nand4_1, 13 x nor3_1
- The main area contributors are dfxtp_1 36%, edfxtp_1 6.7%, xor2_1 5.8%.
- Per the post-CTS timing run, clock transition at the registers of the reported paths is 70 ps.
- Slowest library cell on the worst path: nor4_2
- TritonCTS built the clock tree.
* Final core utilization: 23.0%
- Per the timing report, the achievable frequency comes out to 437 MHz.
- met2 track demand over resource after global routing is 7.09%.
- Root Buffer: clkbuf_8
- Classification of the worst setup path: reg -> reg
* Leakage Power: 0.741 nW
- Summing over every cut layer, the via total after detailed routing is 1382.
- STA puts the critical path data arrival time at 2280 ps.
- In the final routed layout, each cell accounts on average for 11.2 um.
- Per the OpenROAD floorplan log, the area of the core is 8760 sq um.
- Setup repair after global routing left no endpoint under its margin.
- The via count of the first global-routing pass is 1255.
- For this run, the total global-route usage over all layers was measured as 5.31%.
* Netlist cell types: 36
* Combinational family with the most area after synthesis: simple AND/OR/NAND/NOR gates
- met1 track demand over resource after global routing is 7.91%.
- Across all checked pins, the minimum headroom to the slew limit is 63.4%.
* Highest cell delay on the worst timing path: 560 ps
* Setup slack on the worst flop-to-flop path: 910 ps
* Register share after synthesis: 42.3%
- 5 I/O pins were placed.
- Number of clock sinks: 36
- The post-synth count of flops with an enable pin is 4.
* Cells after Synth: 201
- In the final report, the number of endpoints failing setup comes to 0.
- Die Y: 115 um
- Max-slew violation count: 0
- Post-Syn Area: 1800 sq um
* Sum of buffers and inverters on the critical path: 1
- Clock tree synthesis inserted a total of 5 buffers.
- Per the Yosys statistics, synthesis produced 201 cells.
- Endpoints failing hold: 0
* Overall power consumption: 0.000771 W
* Most heavily used metal layer in global routing: met1
* Data required time of the critical path: 3190 ps
- Global-route met3 utilization: 2.00%
* Clock H-tree levels: 2
- CTS reports a maximum clock tree buffer depth of 2.
- Post-synthesis, Yosys gives the total cell area as 1800 sq um.
- Pin count of the biggest net entering global routing: 13
- Looking at the max-slew report, the worst-margin pin has a slew of 544 ps.
- Warning count from the yosys run: 1
- After detailed routing, the number of vias per cell comes to 4.42.
- Worst IR drop on VDD: 0.141 mV
- Of the post-synthesis cell area, the dominant cell type holds 35.6%.
* Antenna-violating nets left: 0
* Flip-flop cell with the highest count after synthesis: dfxtp_1
- The routed design ends up with an antenna cell count of 0.
- Per the skew report, the later register of the worst-skew pair sees a clock latency of 290 ps.
- Crit path max fanout: 11
- Warnings raised by the tools during the run amount to 26.
- Number of flip-flops under the largest register name: 32
* DR pass1 iterations: 4
- Summed over all layers, the routed wires come to 3510 um.
* Family of cells with the greatest summed delay on the critical path: simple AND/OR/NAND/NOR gates
* Simple-Gate Fraction of Synth Area: 32.3%
- Fraction of layout instances using a drive strength above 1: 7.80%
- STA reports the tightest min-delay check as being of type reg -> reg.
- Biggest area consumer among synthesized cells: dfxtp_1
- The worst setup path is launched from a flop.
- Post-CTS Resized: 0
* Routability congestion estimate: 0.885
- Overall chip area: 13200 sq um
- In this run the tool buffered the top-level ports with 4 buffer cells.
- Part of the cycle the worst path needs: 71.5%
- Per the synthesis report, the XOR/XNOR share of the synthesized area is 9.74%.
- Number of max-cap violations: 0
* Die width: 115 um
- Cell-by-cell listing of the critical path: nor4_1 -> nand3_1 -> nor4_2 -> buf_4
- Number of buffers inserted by hold repair at cts: 0
- Number of antenna violations at the first check in global routing: 0
- Standard cell area after detailed placement: 1930 sq um
- Per the summary, power density relative to cell area is 383 nW/um^2.
* Yosys reg bits: 36
- Synth mux share: 0%
- The clock period could shrink to 2290 ps.
- In the final run the clock tree shows a worst skew of 12.3 ps.
* Post-synth ARST share: 0%
- The average instance in the mapped netlist occupies 8.95 sq um.
- The worst setup path is captured at a flop.
- Compound Share, Synth: 7.72%
* Placed wire-length estimate: 2520 um
- Wire length of the first global-routing pass: 5950 um
- Fin Setup TNS: 0 ps
- The initialized floorplan defines 34 standard-cell rows.
- Overall overflow remaining after global route: 0
* Final routed DRC violation total: 0
- Non-Filler Cell Area, Final: 2020 sq um
- Synth top cell by count: dfxtp_1
- Pre-Place Util: 20.5%
- Per the run report, area growth between synthesis and finish was 12.0%.
- Per the log, the first TritonRoute iteration ended with a DRC count of 71.
* Area fraction in full adders, half adders and majority gates: 2.09%
* Status: complete, no violations
* Number of buffers added for setup after CTS: 0
-- cell families (layout without fill, tap and decap cells) --
family / count (synthesis) / count (layout)
simple gates: 95 / 95
flops: 36 / 36
compound gates: 24 / 24
buf+inv: 23 / 27
xor+xnor: 20 / 20
fa+ha+maj: 3 / 3
-- path summary, 6_finish.rpt --
kind / start / end / depth (start not counted)
hold reg to reg: clk_count[31] / clk_count[31] / 1
setup reg to reg: clk_count[8] / val_reg[3] / 4
setup / recovery: clk_count[8] / val_reg[3] / 4
hold / removal: clk_count[31] / clk_count[31] / 1
-- final cells by class --
| type | instances | area [sq um] |
|---|---|---|
| Multi-Input combinational cell | 142 | 932 |
| Inverter | 14 | 52.6 |
| Clock inverter | 3 | 18.8 |
| Clock buffer | 5 | 68.8 |
| Timing Repair Buffer | 5 | 47.5 |
| Sequential cell | 36 | 761 |
| Fill cell | 944 | 6750 |
| Tap cell | 108 | 135 |
-- stage by stage --
step,hold slack [ps],std cells,setup WS [ps]
6_report,465,313,912
5_1_grt,500,313,729
4_1_cts,474,313,952
3_5_place_dp,463,305,968
3_3_place_gp,459,305,1030
2_1_floorplan,432,201,1290
-- cells in the final DEF, fill, tap and decap left out, types with 5 or more instances in the layout --
cell type | synthesis | final
nor2_1 | 8 | 8
dfxtp_1 | 32 | 32
o21ai_0 | 9 | 9
nor3_1 | 13 | 13
or3_1 | 8 | 8
nand2_1 | 15 | 15
clkbuf_8 | 0 | 5
xor2_1 | 12 | 12
nand3_1 | 11 | 11
inv_1 | 14 | 14
nand4_1 | 13 | 13
a21oi_1 | 8 | 8
xnor2_1 | 8 | 8
-- report_power, final --
part	leakage, nW	switching [W]	internal (W)
sequential	0.304	0	0.000455
combinational	0.389	0	0
clock	0.0479	0.000165	0.000152
-- layer usage --
metal  routed length (um)  share of wire (%)
met4                   48                1.4
met3                  268                7.6
met2                 1400                 40
met5                    0                  0
met1                 1800                 51
Power and IR drop assume default switching activity.
