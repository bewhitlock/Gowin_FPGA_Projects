--- run.sh ---
#!/bin/bash
# OpenROAD 26Q1-2900-gdf79404cd8, Yosys 0.63+post, stock flow scripts
make -C /OpenROAD-flow-scripts/flow DESIGN_CONFIG=/design/flow/config.mk WORK_HOME=/design/flow/orfs finish
--- config.mk ---
export PLATFORM = sky130hd
export DESIGN_NAME = dac_driver
export DESIGN_NICKNAME = dac_driver
export VERILOG_FILES = /design/flow/design.v
export SDC_FILE = /design/flow/constraint.sdc
export NUM_CORES = 4
export LEC_CHECK = 1
export CORE_AREA = 10 10 103 103
export DIE_AREA = 0 0 113 113
--- constraint.sdc ---
current_design dac_driver

set clk_period 1.3
set clk_io_pct 0.2

create_clock -name clk0 -period $clk_period [get_ports {clk}]

set non_clock_inputs [all_inputs -no_clocks]
set_input_delay [expr $clk_period * $clk_io_pct] -clock clk0 $non_clock_inputs
set_output_delay [expr $clk_period * $clk_io_pct] -clock clk0 [all_outputs]
--- design.v ---
module dac_driver(
input clk,
output din,  
output bck,  
output ws,  
output amp_shutdown
);
assign amp_shutdown = 1'b1;  
reg din_reg;
reg ws_reg;
reg bck_reg;
reg[31:0] data;
reg[7:0] bit_count;
reg [23:0] cycle_count;
always @(posedge clk) begin
	bck_reg = !bck_reg;
end 
always @(posedge bck_reg) begin  
	if(cycle_count < 5000) begin
		data = 24'd8384512;
		if (bit_count < 8'd31) begin
		bit_count = bit_count + 1'b1;
			if (bit_count > 8'd15) begin
				ws_reg <= 1'b1;
			end
		end else begin
			bit_count <= 8'd0;
			ws_reg <= 1'b0;
			cycle_count <= cycle_count+1'b1;
		end
	end else begin
		if(cycle_count == 10000) begin
			cycle_count <= 24'd0;
		end else begin
			data <= 24'd2047;
			if (bit_count < 8'd31) begin
				bit_count = bit_count + 1'b1;
				if (bit_count > 8'd15) begin
					ws_reg <= 1'b1;
				end
			end else begin
				bit_count <= 8'd0;
				ws_reg <= 1'b0;
				cycle_count <= cycle_count+1'b1;
			end
		end
	end
end
always @(negedge bck_reg) begin
	din_reg <= data[bit_count];
end
assign ws = ws_reg;
assign bck = bck_reg;
assign din = din_reg;
endmodule
==> results.txt <==
Quick summary of the implementation run below.

The run finished with clean final reports. The synthesis-to-finish area growth came out at 6.81%. The peak supply drop came out at 0.0422 mV.

The initialized floorplan defines 33 standard-cell rows. Per the synthesis report, the AND-OR/OR-AND share of the synthesized area is 0.0666. The worst reg2reg path depth came out at 2. The yosys warning tally came out at 1.

The cell count after placement came out at 279. Summing over every cut layer, the via total after detailed routing is 1160. The worst endpoint required time is 1040 ps. The actual transition at the worst max-transition pin came out at 858 ps. The total of max-cap violations is 0. Yosys stat counts 176 cells in the synthesized netlist. The startpoint kind of the worst setup timing path is a flop. Counting every instance in the synthesized netlist gives 176. Summing all multiplexer cells gives an area fraction of 0. The worst min-delay path startpoint is bck_reg. The number of setup buffers added after CTS is 0.

The final tally of hold violations is 0. The registers reported with the highest flop counts are cycle_count (24), bit_count (8), data (2). The vertical die dimension reported for this design is 113 um. The post-synthesis instance area came out at 1730 um2. The static power due to leakage is 0.700 nW. The setup violation total in the final timing report came out at 0. The HPWL reported at the end of detailed placement is 2260 um. The via count of the first global-routing pass was 1089. At the end of routability-driven placement, the weighted congestion stood at 0.814. The power density of the placed cells came out at 17.9 nW/um2. The post-synthesis simple-gate area fraction came out at 0.252. The adder and majority gate portion of the synthesized area came out at 0.0290. The total power of the final layout came out at 33.1 uW. The first global-routing pass estimated 5230 um of wire. The number of flip-flops in the largest register came out at 24. Per the detailed-route log, wirelength across all metal layers totals 2940 um. The worst setup path is captured at an output port. The register containing the most flip-flops in the final layout is cycle_count.

The pin count of the biggest net entering global routing is 37. Hold analysis shows the worst path with a depth of 2. Sorting the Yosys area breakdown by cell type puts at the top sky130_fd_sc_hd__dfxtp_1. The mean post-synth cell area came out at 9.82 um2. The count of final max-slew check failures came out at 0. The total track usage is 0.0463. Setup repair after global routing left no endpoint under its margin.

The multi-input logic area is 805 um2. By area the synthesized netlist is led by sky130_fd_sc_hd__dfxtp_1 (32%), sky130_fd_sc_hd__edfxtp_1 (16%), sky130_fd_sc_hd__xnor2_1 (5.6%). Per the detail_route report, inserted antenna diodes total 0.

The headroom to the max-slew limit came out at 0.424. The async set or reset register ratio after synthesis is 0. The die width came out at 113 um. The DRC violation total after the first TritonRoute iteration is 96. The floorplan utilization is 0.208.

The routed layout reports a DRC error count of 0. For this run, the chip area from Yosys synthesis comes to 1730 um2. The mean number of vias per cell came out at 4.16.

For reference, the clock transition at the flip-flops on the worst setup and hold paths is 0 ps. For the worst reg-to-reg path, the endpoint reported by OpenROAD is bck_reg. The xor/xnor share of the synthesized area is 0.112.

The register-to-register path setup slack is 460 ps. The fraction of the cycle the final worst path needs came out at 0.789. The share of layout cells above drive strength 1 came out at 0.0402.

The sequential share of the synthesized area came out at 0.481. The main kind of combinational logic by area is simple AND/OR/NAND/NOR gates. The count of endpoints without a timing constraint came out at 45. The commonest cells after synthesis are sky130_fd_sc_hd__dfxtp_1 (28), sky130_fd_sc_hd__nor2_1 (18), sky130_fd_sc_hd__inv_1 (11), sky130_fd_sc_hd__xnor2_1 (11), sky130_fd_sc_hd__xor2_1 (11).

The clock reaches the later pin of the worst-skew pair after 0 ps. The non-filler instance count after layout is 279. The startpoint identified for the worst register-to-register timing path is bck_reg.

The slowest library cell on the worst path is sky130_fd_sc_hd__clkdlybuf4s50_1. The core outline area is 8300 um2. The count of antenna-violating nets left after detailed routing came out at 0. The overall overflow remaining after global route is 0. sky130_fd_sc_hd__dfxtp_1 is the most common cell in the netlist. The script logs the mean routed wire length per placed instance as 10.5 um. For the finished layout, the period the worst path requires is 1030 ps. The flip-flop and latch area is 831 um2. The min-delay analysis places its worst path in the category reg -> reg.

The number of instances resized during post-cts repair is 0. The count of input and output buffers is 3. In this run the tools logged warnings totalling 31.

The timing report notes that buffer and inverter cells on the critical path total 1. Per the timing report, the achievable frequency comes out to 0.974 GHz. The number of iterations in the first detailed-routing pass came out at 4.

In the setup report, the worst path falls into the class reg -> out. After routing, the total negative slack on setup checks comes to 0 ps. The initial antenna violation count is 0. The number of register pins that no clock reaches is 36. Broken down by cell family, the worst path's largest delay share belongs to buffers and inverters. The delay contributed by the slowest stage of the critical path is 460 ps. In this run the count of I/O pins placed on the die edge is 5. The post-synthesis cell type count came out at 40. The number of hold buffers added after CTS was 0. Traced cell by cell, the critical path runs through clkdlybuf4s50_1. The arrival time of the worst setup path is 770 ps. The top fanout value on the critical path is 2.

In the hold report, the worst path ends at bck_reg. The filler cells instantiated in the layout total 873. The overall die area came out at 12800 um2.

The worst clock skew on the final layout came out at 0 ps. The area fraction of the dominant cell type after synthesis came out at 0.324. Among all flip-flop cells after synthesis, the most frequent one is sky130_fd_sc_hd__dfxtp_1.

Yosys mapped a number of flops with a built-in enable equal to 9. The register bit total from synthesis is 37.
kinds of logic after synthesis:
| kind of cell | count (synthesis) |
|---|---|
| and+or+nand+nor | 75 |
| DFF | 37 |
| xor gates and xnor gates | 22 |
| AOI/OAI and AO/OA | 18 |
| buffers and inverters | 18 |
| adders and majority gates | 4 |
| other | 2 |
how the worst max path moves through the flow:
stage / start / end / slack, ps / cells after the start
final: bck_reg / bck / 270 / 1
after global routing: bck_reg / bck / 230 / 1
after CTS: bck_reg / bck / 260 / 1
per-layer routing:
metal / track usage / routed length, um / vias to the layer above
li1: - / - / 616
met1: 0.0693 / 1590 / 536
met2: 0.0741 / 1270 / 6
met3: 0.00160 / 27 / 2
met4: 0.00677 / 48 / 0
met5: 0 / 0 / -
tightest hold or removal path: cells and delay by family, from the launching register on:
family,cells,cell delay [ps]
buf+inv,2,330
flops,1,290
per-stage QoR:
stage | setup WS [ps] | area (um2) | hold slack (ps) | util
6_report | 274 | 1850 | 659 | 0.222
5_1_grt | 233 | 1850 | 723 | 0.222
4_1_cts | 259 | 1850 | 668 | 0.222
3_3_place_gp | 263 | 1850 | 653 | 0.222
3_5_place_dp | 259 | 1850 | 670 | 0.222
2_1_floorplan | 339 | 1730 | 654 | -
power by group:
group	switching, mW	total (mW)	internal, mW
logic	0.000714	0.000715	0
clock network	0	0	0
registers	0	0.0324	0.0324
total	0.000714	0.0331	0.0324
final cells by class:
type,count,share of cell area
flip-flops and latches,37,0.450
inverters,11,0.0224
multi-input cells,122,0.436
well taps,105,0.0712
repair buffers,4,0.0203
cells in the final DEF (no fill, tap or decap), types with 2 or more instances in the layout:
cell type	synthesis	final
sky130_fd_sc_hd__xor2_1	11	11
sky130_fd_sc_hd__dfxtp_1	28	28
sky130_fd_sc_hd__edfxtp_1	9	9
sky130_fd_sc_hd__inv_1	11	11
sky130_fd_sc_hd__clkdlybuf4s50_1	0	3
sky130_fd_sc_hd__o21ai_0	3	3
sky130_fd_sc_hd__nor3_1	8	8
sky130_fd_sc_hd__a21oi_1	6	6
sky130_fd_sc_hd__o31ai_1	2	2
sky130_fd_sc_hd__or3_1	3	3
sky130_fd_sc_hd__and4_1	2	2
sky130_fd_sc_hd__and2_1	2	2
sky130_fd_sc_hd__and3_1	3	3
sky130_fd_sc_hd__nor4b_1	2	2
sky130_fd_sc_hd__xnor2_1	11	11
sky130_fd_sc_hd__nand2_1	7	7
sky130_fd_sc_hd__nor4_1	7	7
sky130_fd_sc_hd__or4_1	2	2
sky130_fd_sc_hd__nand3_1	7	7
sky130_fd_sc_hd__nand4_1	6	6
sky130_fd_sc_hd__nor2_1	18	18
sky130_fd_sc_hd__a21o_1	2	2
sky130_fd_sc_hd__conb_1	2	3
sky130_fd_sc_hd__ha_1	4	4
Power is estimated from default activity; no workload was simulated.
